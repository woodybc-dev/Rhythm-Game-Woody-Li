### design/flow/config.mk
export PLATFORM = sky130hd
export DESIGN_NAME = score_manager
export DESIGN_NICKNAME = score_manager
export VERILOG_FILES = /design/flow/design.v
export SDC_FILE = /design/flow/constraint.sdc
export NUM_CORES = 4
export LEC_CHECK = 1
export CORE_AREA = 10 10 93 93
export DIE_AREA = 0 0 103 103
### design/flow/constraint.sdc
current_design score_manager

set clk_period 4.0
set clk_io_pct 0.2

create_clock -name clk0 -period $clk_period [get_ports {clk}]

set non_clock_inputs [all_inputs -no_clocks]
set_input_delay [expr $clk_period * $clk_io_pct] -clock clk0 $non_clock_inputs
set_output_delay [expr $clk_period * $clk_io_pct] -clock clk0 [all_outputs]
### design/flow/design.v
module score_manager #(
    parameter integer TOTAL_NOTES = 32,           
    parameter integer MAX_SCORE   = 1000000       
)(
    input  wire clk,
    input  wire rst,          
    input  wire hit_pulse,    
    output reg  [19:0] score  
);
    parameter integer SCORE_STEP = MAX_SCORE / TOTAL_NOTES;
    reg [20:0] next_score_ext;
    always @(posedge clk or negedge rst) begin
        if (!rst) begin
            score <= 20'd0;
        end else begin
            if (hit_pulse) begin
                next_score_ext = score + SCORE_STEP;
                if (next_score_ext >= MAX_SCORE) begin
                    score <= MAX_SCORE[19:0];
                end else begin
                    score <= next_score_ext[19:0];
                end
            end
        end
    end
endmodule
### design/flow/run.sh
#!/bin/bash
# OpenROAD 26Q1-2900-gdf79404cd8, Yosys 0.63+post, stock flow scripts
make -C /OpenROAD-flow-scripts/flow DESIGN_CONFIG=/design/flow/config.mk WORK_HOME=/design/flow/orfs finish
==> flow_summary.json <==
{
  "worst_slew_pin_slew_ns": 0.5834,
  "fillers": 725,
  "power_leakage_nw": 0.6333,
  "ant_nets": 0,
  "grt_pass1_vias": 1300,
  "cp_max_fo": 12,
  "period_needed_ns": 3.210,
  "cts_sinks": 19,
  "grt_setup_unrepaired": "false",
  "postCtsSetupBuffers": 0,
  "dieArea_mm2": 0.01061,
  "clkPwrFrac": 0.104,
  "die_y_um": 103,
  "ys.flop_type": "dfrtp_1",
  "p_switching_w": 0.0006373,
  "cp-start-kind": "flip-flop",
  "ys_area_mm2": 0.001436,
  "holdCritPathClass": "reg2reg",
  "root_buffer": "clkbuf_8",
  "hold_ws_ns": 0.5468,
  "placement_rows": 30,
  "synthTopCellsByArea": "dfrtp_1 (33%), a31oi_1 (4.4%), nand2_1 (3.7%)",
  "finalMaxSlewViolations": 0,
  "htreeDepth": 1,
  "seqCellArea_um2": 475.5,
  "ys_seq_frac": 0.3310,
  "worst_ep_required_time_ns": 4.15,
  "crit_arrival_ns": 3.36,
  "vias": 1390,
  "avgSynthCellArea_um2": 8.758,
  "drtIter0Drc": 136,
  "switching_share": 0.4651,
  "hpwl_um": 2943,
  "drc": 0,
  "ys.flops": 19,
  "synth_area_mm2": 0.001436,
  "hold_viol_final": 0,
  "die_x_um": 103,
  "async_flop_share": 1.000,
  "grt_max_degree": 20,
  "place.gp.congestion": 0.9281,
  "fmax_ghz": 0.3115,
  "regMostFlops": "score",
  "slew_headroom": 0.6099,
  "diodes": 0,
  "synth.distinct_cells": 55,
  "top_cell": "dfrtp_1",
  "syn_to_final_growth_pct": 19.51,
  "via_per_inst": 5.430,
  "ys_cells": 164,
  "cap_violations": 0,
  "dpl_cell_area_mm2": 0.001670,
  "grtUsageTotal": 0.07681,
  "synth-edff-count": 0,
  "status": "completed",
  "wl_per_cell_um": 16.31,
  "portBuffers": 21,
  "finalClockPeriodUsage": 0.8026,
  "largest_register_ffs": 19,
  "setup_viol": 0,
  "final_area_mm2": 0.001717,
  "fin_skew_ns": 0.001667,
  "wirelength_um": 4176,
  "drive_gt1_frac": 0.08523,
  "combGateArea_um2": 847.1,
  "endpoint_kind": "flip-flop",
  "p_seq_frac": 0.376,
  "clk_latency_ns": 0.26,
  "yosys_warnings": 1,
  "clockBufferDepth": 2,
  "reg_top3": "score: 19 flops",
  "io_pins": 23,
  "drt_first_pass_iters": 4,
  "cts_resized": 0,
  "antenna_found_initial": 0,
  "warnings": 25,
  "ctsHoldBuffers": 0,
  "pwr_density_cell_mw_per_mm2": 798.2,
  "cts_buffers": 3,
  "yosys.area.top_type": "dfrtp_1",
  "worst-setup-path-type": "reg2reg",
  "comb_power_share": 0.519,
  "grt_pass1_wl_um": 6589,
  "syn_inst": 164,
  "setup_tns_ns": 0,
  "vdd_drop_max_uv": 295.7,
  "intPower_w": 0.0007329,
  "fp-utilization": 0.2126,
  "cts_tree": "yes",
  "coreArea_mm2": 0.006756,
  "common_cells": "dfrtp_1 (19), nand2_1 (14), a31oi_1 (10)",
  "grt_overflow": 0,
  "clk_pin_slew_ns": 0.08,
  "synth_top_area_share": 0.3310
}
## through the flow
step | std cells | util | worst slack [ns] | power, W
floorplan | 164 | - | 1.344 | 0.0009391
global placement | 252 | 0.2472 | 0.9353 | 0.001236
detailed placement | 252 | 0.2472 | 0.8650 | 0.001228
CTS | 256 | 0.2541 | 0.8203 | 0.001381
global route | 256 | 0.2541 | 0.5840 | 0.001490
finish | 256 | 0.2541 | 0.7895 | 0.001370
## layer usage
metal,GRT usage,vias up,part of all wire
met5,0,-,0
met4,0.005348,0,0.0060
met3,0.02979,4,0.12
met2,0.1121,63,0.42
met1,0.1097,665,0.45
li1,-,658,-
## worst paths after layout
check / startpoint / endpoint / slack [ns] / cells after the start
worst max-delay path: score[1] / score[6] / 0.79 / 8
worst min-delay path: score[19] / score[19] / 0.55 / 1
worst max register to register: score[1] / score[6] / 0.79 / 8
worst min register to register: score[19] / score[19] / 0.55 / 1
max in group asynchronous: rst / score[12] / 2.93 / 2
min in group asynchronous: rst / score[2] / 0.87 / 2
## power groups by stage
stage         combinational, W  clock [W]  sequential [W]
finish                0.000712   0.000143        0.000516
global route          0.000793   0.000154        0.000543
CTS                   0.000720   0.000146        0.000514
## worst max-delay path, stage by stage (launching register included)
cell and delay, ns:
dfrtp_1 0.48, ha_1 0.33, a211o_1 0.36, a311oi_1 0.45, xnor2_1 0.16, o21ai_0 0.11
o211ai_2 0.51, nand3_2 0.33, o32a_1 0.36
## layout make-up
| class | count | area share |
|---|---|---|
| clock inverter | 1 | 0.002915 |
| clock buffer | 3 | 0.02405 |
| multi-input combinational | 123 | 0.4934 |
| timing repair buffer | 22 | 0.1268 |
| inverter | 8 | 0.01749 |
| tap | 80 | 0.05831 |
| sequential | 19 | 0.2770 |
## placed cells by master, fill, tap and decap left out, types with 4 or more instances in the layout
| master | netlist | routed |
|---|---|---|
| nand4_1 | 7 | 7 |
| o22ai_1 | 5 | 5 |
| inv_1 | 8 | 8 |
| nand2_1 | 14 | 14 |
| o21ai_0 | 8 | 8 |
| nand3_1 | 8 | 8 |
| and3_1 | 4 | 4 |
| dfrtp_1 | 19 | 19 |
| a31oi_1 | 10 | 10 |
| nor2_1 | 7 | 7 |
| nor3_1 | 4 | 4 |
| clkdlybuf4s50_1 | 0 | 21 |
| a21oi_1 | 4 | 4 |
## logic make-up after synthesis
logic type               synth area share
other                            0.002611
buffers and inverters             0.07927
flip-flops                         0.3310
XOR/XNOR                          0.01220
AND-OR/OR-AND                      0.3153
multiplexers                      0.02091
AND/OR/NAND/NOR                    0.2300
adder cells (fa/ha/maj)          0.008709
No activity file was given, so power comes from the tool's default toggle rates.
